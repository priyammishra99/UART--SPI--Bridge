`design/flow/config.mk`:
```
export PLATFORM = sky130hd
export DESIGN_NAME = uart_rx
export DESIGN_NICKNAME = uart_rx
export VERILOG_FILES = /design/flow/design.v
export SDC_FILE = /design/flow/constraint.sdc
export NUM_CORES = 4
export LEC_CHECK = 1
export CORE_UTILIZATION = 50
```
`design/flow/design.v`:
```
module uart_rx (
    input clk,
    input rst,
    input rx,
    output reg [7:0] data_out,
    output reg done
);
    parameter CLK_PER_BIT = 87;
    reg [15:0] clk_count = 0;
    reg [3:0] bit_index = 0;
    reg [7:0] rx_shift = 0;
    reg receiving = 0;
    localparam IDLE = 0,
               START = 1,
               DATA = 2,
               STOP = 3;
    reg [1:0] state = IDLE;
    always @(posedge clk or posedge rst) begin
        if (rst) begin
            state <= IDLE;
            clk_count <= 0;
            bit_index <= 0;
            rx_shift <= 0;
            data_out <= 0;
            done <= 0;
        end else begin
            case (state)
                IDLE: begin
                    done <= 0;
                    if (rx == 0) begin  
                        clk_count <= CLK_PER_BIT / 2;
                        state <= START;
                    end
                end
                START: begin
                    if (clk_count == 0) begin
                        state <= DATA;
                        clk_count <= CLK_PER_BIT - 1;
                        bit_index <= 0;
                    end else begin
                        clk_count <= clk_count - 1;
                    end
                end
                DATA: begin
                    if (clk_count == 0) begin
                        rx_shift[bit_index] <= rx;
                        bit_index <= bit_index + 1;
                        if (bit_index == 7) begin
                            state <= STOP;
                        end
                        clk_count <= CLK_PER_BIT - 1;
                    end else begin
                        clk_count <= clk_count - 1;
                    end
                end
                STOP: begin
                    if (clk_count == 0) begin
                        data_out <= rx_shift;
                        done <= 1;
                        state <= IDLE;
                    end else begin
                        clk_count <= clk_count - 1;
                    end
                end
            endcase
        end
    end
endmodule
```
`design/flow/constraint.sdc`:
```
current_design uart_rx

set clk_period 6.7
set clk_io_pct 0.2

create_clock -name clk0 -period $clk_period [get_ports {clk}]

set non_clock_inputs [all_inputs -no_clocks]
set_input_delay [expr $clk_period * $clk_io_pct] -clock clk0 $non_clock_inputs
set_output_delay [expr $clk_period * $clk_io_pct] -clock clk0 [all_outputs]
```
`design/flow/run.sh`:
```
#!/bin/bash
# OpenROAD 26Q1-2900-gdf79404cd8, Yosys 0.63+post, stock flow scripts
make -C /OpenROAD-flow-scripts/flow DESIGN_CONFIG=/design/flow/config.mk WORK_HOME=/design/flow/orfs finish
```
==> impl_metrics.env <==
# source this file to load flow results
export IMPL_io_pins=12
export IMPL_fin_crit_sh_pct=47.5
export IMPL_area_leaders="dfrtp_1 (46%), ha_1 (6.4%), mux2_2 (4.7%)"
export IMPL_finalWeightedCongestion=0.852
export IMPL_cts_clk_slew_worst_paths_ps=80
export IMPL_ant_nets=0
export IMPL_syn_area_per_cell_um2=10.0
export IMPL_cp_slowest_cell="nor4b_1"
export IMPL_end_kind="register"
export IMPL_area_delta_synth_final_pct=11.0
export IMPL_dieArea_um2=4550
export IMPL_met3_usage_pct=3.42
export IMPL_fin_tns_setup_ps=0
export IMPL_dp_slack_ps=3240
export IMPL_yosysTopAreaCellShare_pct=45.5
export IMPL_cts_root_buf="clkbuf_8"
export IMPL_ys_async_sr_fraction_pct=100
export IMPL_hp_class="reg2reg"
export IMPL_ys_cells=214
export IMPL_cts_path_max_buffers=2
export IMPL_skew_ps=5.89
export IMPL_clock_latency_ps=290
export IMPL_initialDrtViolationCount=133
export IMPL_rows=23
export IMPL_crit_type="in2reg"
export IMPL_cts_inserted_buffers=5
export IMPL_mostFrequentLayoutCell="dfrtp_1"
export IMPL_status="finished, final reports clean"
export IMPL_wl_per_cell_um=14.5
export IMPL_grt_setup_unrepaired="false"
export IMPL_cp_arrival_ps=3330
export IMPL_globalRouteOverflowTotal=0
export IMPL_report_final_slew_viol_count=0
export IMPL_max_freq_ghz=0.314
export IMPL_htree_levels=2
export IMPL_grt_pass1_vias=1476
export IMPL_total_power_mw=0.399
export IMPL_tightest_slew_ps=958
export IMPL_cp_endpoint="clk_count[15]$_DFFE_PP0P_"
export IMPL_setup_violations=0
export IMPL_crit_chain="clkdlybuf4s50_1 -> and2_1 -> nor4b_1 -> and4b_1 -> xnor2_1 -> nor2_1"
export IMPL_cts_resized=0
export IMPL_reg2reg_depth=6
export IMPL_r2r_end="clk_count[8]$_DFFE_PP0P_"
export IMPL_routed_via_density=5.77
export IMPL_synth_area_leader_cell="dfrtp_1"
export IMPL_dr_total_vias=1587
export IMPL_netlist_area_um2=2140
export IMPL_leakagePower_nw=1.03
export IMPL_busiest_layer="met1"
export IMPL_final_cell_mix="dfrtp_1 (39), o21ai_0 (20), nor2_1 (19)"
export IMPL_r2r_start="clk_count[6]$_DFFE_PP0P_"
export IMPL_io_buffers=11
export IMPL_worst_slack_ps=3510
export IMPL_design_core_area_um2=4060
export IMPL_path_max_fanout=6
export IMPL_drc=0
export IMPL_ys_warn_count=1
export IMPL_cts_hold_buf=0
export IMPL_synth_flops=39
export IMPL_fin_util_pct=58.7
export IMPL_warnings=33
export IMPL_grt_util_all_layers_pct=20.9
export IMPL_drive_gt1_share_pct=11.1
export IMPL_yosys_area_um2=2140
export IMPL_netlist_cell_type_count=42
export IMPL_fp_util_pct=52.9
export IMPL_startpoint_type="primary input"
export IMPL_postSynthCellCount=214
export IMPL_antennaDiodeCount=0
export IMPL_cts_sinks=39
export IMPL_period_minus_slack_ps=3190
export IMPL_die_w_um=67.5
export IMPL_peakVddDrop_v=0.000115
export IMPL_drtPass1Iterations=4
export IMPL_cts_tree="built"
export IMPL_cts_setup_buffers=0
export IMPL_hold_viol=0
export IMPL_use_met2_pct=27.7
export IMPL_grt_pass1_wl_mm=7.07
export IMPL_slew_headroom_pct=35.6
export IMPL_cap_violations=0
export IMPL_required_ps=6840
export IMPL_edf_count=0
export IMPL_dp_final_hpwl_mm=2.82
export IMPL_cellPowerDensity_nw_per_um2=168
export IMPL_startpoint="rx"
export IMPL_die_y_um=67.5
export IMPL_cpPeakStageDelay_ps=730
export IMPL_grt_start_max_net_pins=40
export IMPL_cp_buffers_inverters=1
export IMPL_antenna_found_initial=0
export IMPL_crit_cells=6
export IMPL_ys_flop_type="dfrtp_1"
export IMPL_grt_use_met1_pct=37.5
export IMPL_nFillCells=338
export IMPL_routed_wl_mm=4.00
export IMPL_yosysSeqAreaShare_pct=45.5
export IMPL_critPathTopFamily="simple AND/OR/NAND/NOR gates"
export IMPL_ff2ff_setup_slack_ps=3920
-- metal layers --
layer	vias up	wire [µm]
met3	4	135
met5	-	0
li1	790	-
met1	763	2180
met4	0	41
met2	30	1650
-- cells in the mapped netlist (all sizes together), types with 3 or more instances --
master and n:
inv 15, mux2 11, xnor2 4, o22a 4, ha 11, nand3b 3, dfrtp 39, nor2 19
clkbuf 8, nand4b 3, nand2 5, or4b 3, xor2 6, nand4 4, o21ai 21, nor3 9
or4 4, nand3 6, a21oi 12
-- layout make-up --
class                      count  area (µm²)  share of cell area (%)
multi-input combinational    150        1070                    45.0
sequential                    39         976                    41.0
timing repair buffer          13         125                    5.25
clock buffer                   5        68.8                    2.89
tap                           50        62.6                    2.63
inverter                      15        56.3                    2.36
clock inverter                 3        20.0                   0.841
-- worst min-delay path by stage --
stage / startpoint / cells past startpoint / endpoint
global route: rx_shift[4]$_DFFE_PP0P_ / 1 / rx_shift[4]$_DFFE_PP0P_
finish: rx_shift[4]$_DFFE_PP0P_ / 1 / rx_shift[4]$_DFFE_PP0P_
CTS: rx_shift[4]$_DFFE_PP0P_ / 1 / rx_shift[4]$_DFFE_PP0P_
-- stage by stage --
step / cells / hold slack [ps] / instance area (µm²)
3_3_place_gp: 267 / 469 / 2290
2_1_floorplan: 214 / 454 / 2140
5_1_grt: 275 / 527 / 2380
6_report: 275 / 491 / 2380
4_1_cts: 275 / 500 / 2380
3_5_place_dp: 267 / 481 / 2290
-- power by group --
group	internal [mW]	switching, mW
clock	0.0724	0.0847
combinational	0.00168	0.00491
sequential	0.235	0.000184
total	0.310	0.0898
-- worst register-to-register path, cell delays in order (launching register included) --
cell and delay [ps]:
dfrtp_1 430, or4_1 700, nor4_4 310, buf_4 250
nor3b_1 70, nor3_1 750, nor2_1 120
-- cell families (layout without fill, tap and decap cells) --
kind of cell               after synthesis  after routing  share of synthesized area [%]
AOI/OAI and AO/OA                       50             50                           14.6
xor gates and xnor gates                10             10                           4.08
adders and majority gates               11             11                           6.42
buffers and inverters                   25             36                           4.49
DFF                                     39             39                           45.5
muxes                                   11             11                           5.78
and+or+nand+nor                         68             68                           19.1
-- state kept, by name, indices dropped and copies added (netlist names) --
register   flops
clk_count     16
data_out       8
rx_shift       8
bit_index      4
done           1
state          2
No activity file was given, so power comes from the tool's default toggle rates.
