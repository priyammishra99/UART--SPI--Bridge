[design.v]
`timescale 1ns / 1ps
module spi_master (
    input clk,
    input rst,
    input start,
    input [7:0] mosi_data_in,
    output reg [7:0] miso_data_out,
    output reg done,
    output reg sclk,
    output reg mosi,
    input miso,
    output reg cs
);
    reg [2:0] bit_cnt;
    reg [7:0] shift_reg_tx, shift_reg_rx;
    reg [2:0] state;
    reg [1:0] clk_div;
    localparam IDLE = 0,
               ASSERT_CS = 1,
               TRANSFER = 2,
               DEASSERT_CS = 3,
               DONE = 4;
    always @(posedge clk or posedge rst) begin
        if (rst) begin
            state <= IDLE;
            bit_cnt <= 0;
            shift_reg_tx <= 0;
            shift_reg_rx <= 0;
            mosi <= 0;
            sclk <= 0;
            cs <= 1;
            done <= 0;
            miso_data_out <= 0;
            clk_div <= 0;
        end else begin
            clk_div <= clk_div + 1;
            case (state)
                IDLE: begin
                    done <= 0;
                    sclk <= 0;
                    cs <= 1;
                    if (start) begin
                        shift_reg_tx <= mosi_data_in;
                        bit_cnt <= 7;
                        cs <= 0;
                        clk_div <= 0;
                        state <= ASSERT_CS;
                    end
                end
                ASSERT_CS: begin
                    state <= TRANSFER;
                end
                TRANSFER: begin
                    if (clk_div == 2'b11) begin
                        sclk <= ~sclk;
                        if (sclk == 0) begin
                            mosi <= shift_reg_tx[bit_cnt];
                        end else begin
                            shift_reg_rx[bit_cnt] <= miso;
                            if (bit_cnt == 0) begin
                                state <= DEASSERT_CS;
                            end else begin
                                bit_cnt <= bit_cnt - 1;
                            end
                        end
                    end
                end
                DEASSERT_CS: begin
                    cs <= 1;
                    miso_data_out <= shift_reg_rx;
                    state <= DONE;
                end
                DONE: begin
                    done <= 1;
                    state <= IDLE;
                end
            endcase
        end
    end
endmodule
module spi_slave (
    input clk,
    input rst,
    input sclk,
    input mosi,
    output reg miso,
    input cs,
    output reg [7:0] data_out
);
    reg [7:0] shift_reg_rx = 0;
    reg [7:0] shift_reg_tx = 8'hA5;
    reg [2:0] bit_cnt = 0;
    always @(posedge sclk or posedge rst) begin
        if (rst) begin
            shift_reg_rx <= 0;
            data_out <= 0;
            bit_cnt <= 0;
            miso <= 0;
        end else if (!cs) begin
            shift_reg_rx[bit_cnt] <= mosi;
            miso <= shift_reg_tx[bit_cnt];
            if (bit_cnt == 7) begin
                data_out <= shift_reg_rx;
                bit_cnt <= 0;
            end else begin
                bit_cnt <= bit_cnt + 1;
            end
        end
    end
endmodule
[run.sh]
#!/bin/bash
# OpenROAD 26Q1-2900-gdf79404cd8, Yosys 0.63+post, stock flow scripts
make -C /OpenROAD-flow-scripts/flow DESIGN_CONFIG=/design/flow/config.mk WORK_HOME=/design/flow/orfs finish
[config.mk]
export PLATFORM = sky130hd
export DESIGN_NAME = spi_master
export DESIGN_NICKNAME = spi_master
export VERILOG_FILES = /design/flow/design.v
export SDC_FILE = /design/flow/constraint.sdc
export NUM_CORES = 4
export LEC_CHECK = 1
export CORE_UTILIZATION = 40
[constraint.sdc]
current_design spi_master

set clk_period 2.2
set clk_io_pct 0.2

create_clock -name clk0 -period $clk_period [get_ports {clk}]

set non_clock_inputs [all_inputs -no_clocks]
set_input_delay [expr $clk_period * $clk_io_pct] -clock clk0 $non_clock_inputs
set_output_delay [expr $clk_period * $clk_io_pct] -clock clk0 [all_outputs]
==> Changelog: implementation <==
### Changed

- Outcome: completed
- Area growth from synthesis to layout: 21.9%
- Worst Hold Class: flip-flop to flip-flop
- Ys flop type: dfrtp_1
- Setup CP Type: flip-flop to flip-flop
- Adder Area Share: 5.17%
- Cell row count: 23
- Initial core utilization: 42.0%
- Xor/xnor share: 0.517%
- Final instance area: 0.00207 mm2
- Placed wire-length estimate: 2020 um
- Detailed-router iteration count before antenna repair: 4
- Routed wire length: 2770 um
- DIE HEIGHT: 67.1 um
- Seq/Total Area, Yosys: 56.3%
- Final hold vios: 0
- IO Count: 24
- CP Launch Type: flip-flop
- H-tree levels: 2
- Worst path depth: 6
- Horiz. Die Dim: 67.1 um
- Fmax: 525 MHz
- Post-layout util: 51.3%
- Log Warnings: 29
- Period utilization: 86.6%
- Crit-path max FO: 6
- Initial drt markers: 33
- Syn. warnings: 1
- Avg Vias per Cell: 5.17
- First-pass GRT wire length: 5250 um
- Most frequent CP cell: ha_1
- Number of flops mapped to enable cells by yosys: 0
- Root Driver: clkbuf_8
- Largest net degree at the start of global routing: 39
- Data required time of the worst path: 2.37 ns
- Vias in the first global route: 1156
- Post-Syn Area: 0.00169 mm2
- Hold-fix buffers at CTS: 0
- Leakage: 0.00101 uW
- Yosys stat chip area: 0.00169 mm2
- CP cell instances: inv_1 > ha_1 > ha_1 > nand4_1 > nor4_1 > mux2_1
- Placed inst area: 0.00197 mm2
- Max cap viols: 0
- Total number of vias: 1116
- Final setup vio count: 0
- Area fraction in mux cells: 14.5%
- Worst Hold Depth: 1
- Initial antenna violation count: 0
- CTS Sinks: 38
- Flops after synth: 38
- Remaining DRCs: 0
- Port Buffers: 23
- Top Family by Delay on Critical Path: adder cells
- Simple-gate share of the synthesized area: 10.7%
- Worst stage delay on the critical path: 0.43 ns
- Count leader, synth: dfrtp_1
- Slew margin rel.: 69.6%
- Clk latency late pin: 0.28 ns
- GP Congestion: 0.900
- Yosys aoi share: 9.60%
- CP Buf/Inv Count: 1
- DR WL/cell: 12.8 um
- Arr. time, crit path: 2.08 ns
- Post-CTS setup repair buffer count: 0
- Largest logic family: multiplexers
- Distinct lib cells: 35
- DIE AREA: 0.00450 mm2
- CTS clk-pin slew, worst paths: 0.07 ns
- GR Overflow Total: 0
- Clock Skew: 0.00422 ns
- Async SR Flop Fraction: 100%
- Total chip power: 1210 uW
- Synth area leader: dfrtp_1
- Worst Tran Pin Value: 0.456 ns
- Max-slew violations: 0
- Fin crit period: 1.90 ns
- R2R Setup Slk: 0.30 ns
- Largest type area fraction: 53.2%
- Post-synth top cells: dfrtp_1 (36), mux2_2 (17), nand2_1 (10)
- Core ar.: 0.00403 mm2
- Area contributors post-synth: dfrtp_1 (53%), mux2_2 (11%), ha_1 (5.2%), dfstp_2 (3.1%), nand2_1 (2.2%)
- Cts repair resizes: 0
- Layout cells sized above 1: 19.3%
- Synthesized instance count: 139
- Num CTS Buffers: 5
- RSZ-0062 raised after global routing: no
- Slowest library cell on the worst path: dfrtp_1
- Post-route ant nets: 0
- R2r worst-path depth: 6
- TNS Setup: 0 ns
- TritonCTS clock tree: done
- Clock buffer depth: 2
- # Cells Yosys: 139
- Total GRT Usage: 15.8%
- N_diodes: 0
- Synthesized area per cell: 12.2 um2
- Worst vdd ir: 277 uV
- Critical Path End Type: flip-flop
- PD cells: 586 mW/mm2
-- flip-flops by register name, summed over array words and instances, names as in the netlist --
register	flops
bit_cnt	3
clk_div	2
cs	1
done	1
miso_data_out	8
mosi	1
sclk	1
shift_reg_rx	8
shift_reg_tx	8
state	5
-- through the flow --
| step | hold WS [ns] | std cells | worst slack, ns |
|---|---|---|---|
| CTS | 0.433 | 216 | 0.291 |
| floorplan | 0.352 | 139 | 0.219 |
| global route | 0.450 | 216 | 0.0816 |
| finish | 0.429 | 216 | 0.296 |
| detailed placement | 0.417 | 208 | 0.287 |
| global placement | 0.410 | 208 | 0.356 |
-- per-layer routing --
layer  global-route usage [%]  share of wire [%]
met4                     2.39                1.9
met5                        0                  0
met2                     24.0                 47
met3                     3.82                3.8
met1                     24.2                 47
-- power by group --
| part | switching [uW] | internal [uW] |
|---|---|---|
| registers | 0.411 | 700 |
| logic | 17.2 | 19.4 |
| clock network | 222 | 252 |
| total | 239 | 971 |
-- worst register-to-register path: cells and delay by family, from the launching register on --
kind | cells | cell delay [ns]
multiplexers | 1 | 0.35
adder cells (fa/ha/maj) | 2 | 0.53
AND/OR/NAND/NOR | 2 | 0.35
flip-flops | 1 | 0.43
buffers and inverters | 1 | 0.13
-- final timing paths --
path	start	end
min in group asynchronous	rst	shift_reg_rx[4]
hold / removal	state[3]	state[2]
max in group asynchronous	rst	state[0]
hold reg to reg	state[3]	state[2]
setup / recovery	bit_cnt[1]	shift_reg_rx[4]
setup reg to reg	bit_cnt[1]	shift_reg_rx[4]
-- kinds of logic (layout without fill, tap and decap cells) --
group / count (synthesis) / after routing
flops: 38 / 38
simple gates: 36 / 36
compound gates: 23 / 23
mux: 21 / 21
buf+inv: 13 / 40
fa+ha+maj: 7 / 7
xor+xnor: 1 / 1
-- cells in the final DEF, fill, tap and decap left out --
master,instances
nand2b_1,2
nor3b_1,1
and4_1,2
dfstp_2,2
and3b_1,1
clkbuf_1,1
clkbuf_8,6
a21o_1,2
inv_1,6
clkdlybuf4s50_1,23
nor2_2,1
dfrtp_1,36
a41o_1,1
inv_2,1
and3_1,1
o21ai_1,3
nor4_1,1
buf_4,2
o21ai_0,1
a21oi_1,7
a21boi_0,2
nor3_1,2
a22o_1,4
mux2i_1,1
nand4_1,1
mux4_2,1
o22a_1,1
and2_1,1
mux2_1,2
a221oi_1,1
nand3_1,6
nor2_1,7
nand2_1,10
clkinv_2,1
xnor2_1,1
ha_1,7
mux2_2,17
a221oi_2,1
-- area by class of cell --
class,count,area [um2]
inverters,7,26.3
repair buffers,25,245
well taps,50,62.6
clock inverters,1,5.00
multi-input cells,88,687
clock buffers,7,86.3
fillers,359,1960
flip-flops and latches,38,953
Power figures rest on the tool's default switching activity, not on a simulated workload.
